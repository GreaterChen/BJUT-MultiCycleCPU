--- design/flow/config.mk ---
export PLATFORM = sky130hd
export DESIGN_NAME = ifu
export DESIGN_NICKNAME = ifu
export VERILOG_FILES = /design/flow/design.v
export SDC_FILE = /design/flow/constraint.sdc
export NUM_CORES = 4
export LEC_CHECK = 1
export CORE_AREA = 10 10 106 106
export DIE_AREA = 0 0 116 116
export SYNTH_MEMORY_MAX_BITS = 65536
--- design/flow/constraint.sdc ---
current_design ifu

set clk_period 7.2
set clk_io_pct 0.2

create_clock -name clk0 -period $clk_period [get_ports {clk}]

set non_clock_inputs [all_inputs -no_clocks]
set_input_delay [expr $clk_period * $clk_io_pct] -clock clk0 $non_clock_inputs
set_output_delay [expr $clk_period * $clk_io_pct] -clock clk0 [all_outputs]
--- design/flow/design.v ---
`timescale 1ns / 1ps
module ifu(clk,reset,npc_sel,zero,insout,j,t0,rs_in,jal,jr,pc_new,condition);
    input clk,reset,npc_sel,zero,j,jal,jr,condition;
    output [31:0]insout;       
    output [31:0]t0,rs_in,pc_new;
    reg [31:0]pc;                
    reg [7:0]im[1023:0];        
    wire [31:0]t2,t1,beq_offset;
    wire [15:0]imm;
    assign insout={im[pc[9:0]],im[pc[9:0]+1],im[pc[9:0]+2],im[pc[9:0]+3]};
    assign imm=insout[15:0];
    assign beq_offset={ {14{imm[15]}} , imm , 2'b00};
    assign t0=pc+4;
    assign t1=t0+beq_offset;
    assign t2={t0[31:28],insout[25:0],2'b00};
    assign pc_new = jr? rs_in : ( (j||jal)? t2:( ( (npc_sel&&zero) || condition )?t1:t0 ) );
    always@(posedge clk,posedge reset)  
    begin
        if(reset) pc=32'h0000_3000;
        else pc=pc_new;
    end
 endmodule
--- design/flow/run.sh ---
#!/bin/bash
# OpenROAD 26Q1-2900-gdf79404cd8, Yosys 0.63+post, stock flow scripts
make -C /OpenROAD-flow-scripts/flow DESIGN_CONFIG=/design/flow/config.mk WORK_HOME=/design/flow/orfs finish
==> changes_impl.md <==
### Physical design

* Max reg flops at 32
* Status: finished clean
* Final Slew Violations at 0
* Cycle use final at 65.5%
* Register share after synthesis at 36.8%
* Via count of the first global-routing pass at 1688
* Root buffer cell: clkbuf_8
* Crit path to: pc_new[27]
* Gpl congestion at 0.802
* Slew of the pin with the lowest slew margin at 0.681 ns
* Setup Skew at 0.00630 ns
* Init Core Util at 24.7%
* Seq cells post-synth at 32
* Post-CTS Resized at 0
* Chip Area, Yosys at 0.00218 mm^2
* Setup CP Type: primary input to output port
* TritonCTS buffer count at 5
* CTS HTree Levels at 2
* Max_cap viols at 0
* Max VDD drop at 0.0000556 V
* Reg2reg path depth at 4
* Slew headroom at 54.2%
* Setup TNS at 0 ns
* Worst-path maximum fanout at 14
* Worst R2R Start: pc[12]
* Initial antenna violation count at 0
* # port buffers at 67
* Hold Path Class: register to register
* CTS clk-pin slew, worst paths at 0.06 ns
* RSZ-0062 raised after global routing: no
* Post-synth cell types at 29
* Num rows at 34
* Post-CTS setup buffers at 0
* DPL Wire Length at 4800 um
* Crit path launch type: primary input
* Largest net degree at the start of global routing at 33
* Crit path from: jal
* Num ports at 136
* Latency at later pin at 0.28 ns
* First-pass GRT wire length at 9040 um
* Worst EP arrival at 3.27 ns
* First-pass detailed-route iteration total at 4
* Synth Area per Inst at 9.25 um^2
* Worst R2R End: pc[24]
* Top Layout Cells: clkdlybuf4s50_1 (67), conb_1 (64), dfrtp_1 (30)
* TritonCTS clock tree: done
* Critical Path RT at 5.76 ns
* Fin util at 31.4%
* CP Capture Type: output port
* Synth Instances at 236
* Async SR Flop Fraction at 100%
* Final setup fails at 0
* Die Size at 0.0135 mm^2
* Gr usage total at 8.40%
* Routed vias/inst at 3.99
* Max Buffers Root-to-Sink at 2
* DRT iter0 DRCs at 65
* Synth-to-Final Area Change at 27.3%
* Total wire length at 6000 um
* DRC errors left at 0
* Most frequent logic cell in the layout: clkdlybuf4s50_1
* # hold bufs at CTS at 0
* Area of the core at 0.00885 mm^2
* Stage-log warning count at 29
* Ant. Diodes at 0
* Count of library flops with an enable pin at 0
* Yosys cell count at 236
* Ys flop type: dfrtp_1
* Antenna viol nets, final at 0
* Fmax at 0.212 GHz
* Post-synthesis cell area at 0.00218 mm^2
* Final hold violation count at 0
* Die height at 116 um
* Final global-route overflow total at 0
* # fillers at 918
* R2R setup slack at 5.12 ns
* Min Clock Period, post-route at 4.71 ns
* PwrDens at 122 mW/mm^2
* Ys Warns at 33
* Leakage at 1.24 nW
* DR vias at 1630
* Routed length per instance at 14.7 um
* Die width at 116 um
* Share of cells above drive strength 1 at 4.65%
* CTS Sinks at 32
==> final cells by class <==
class                           count  area [um^2]  share of cell area [%]
Clock buffer                        8         90.1                    3.24
Multi-Input combinational cell    188         1050                    37.8
Sequential cell                    32          803                    28.9
Inverter                            4         15.0                   0.540
Tap cell                          108          135                    4.86
Timing Repair Buffer               69          686                    24.7
==> Yosys cell counts (6+ instances only) <==
library cell | number | area share, %
o31ai_1 | 6 | 2.1
and2_1 | 17 | 4.9
xnor2_1 | 17 | 6.8
a21oi_1 | 7 | 1.6
nand3_1 | 14 | 3.2
buf_4 | 70 | 24
or4_1 | 6 | 2.1
nand2_1 | 16 | 2.8
dfrtp_1 | 30 | 34
nand4_1 | 8 | 2.3
==> how the worst min path moves through the flow <==
stage | startpoint | end | slack [ns] | cells after the start
finish | pc[31] | pc[31] | 0.51 | 1
CTS | pc[31] | pc[31] | 0.51 | 1
global route | pc[1] | pc[1] | 0.53 | 1
==> metrics by stage <==
stage	worst slack, ns	hold WS [ns]	cell area (um^2)	std cells	total power, mW
after detailed placement	2.41	0.483	2690	401	0.201
final	2.49	0.506	2780	409	0.339
after global placement	2.41	0.483	2690	401	0.202
after global routing	2.27	0.530	2780	409	0.357
after CTS	2.40	0.506	2780	409	0.346
after floorplan	3.78	0.444	2420	299	0.215
==> cells by family after synthesis <==
group | after synthesis | synth area share [%]
and+or+nand+nor | 85 | 22.8
buffers and inverters | 79 | 26.0
DFF | 32 | 36.8
xor gates and xnor gates | 21 | 8.42
AOI/OAI and AO/OA | 14 | 3.90
muxes | 3 | 1.38
adders and majority gates | 1 | 0.573
other | 1 | 0.172
==> where the power goes <==
part / leakage (nW) / switching [mW] / internal (mW) / total [mW]
registers: 0.439 / 0.000670 / 0.180 / 0.181
logic: 0.759 / 0.00997 / 0.00559 / 0.0156
clock network: 0.0455 / 0.0648 / 0.0780 / 0.143
total: 1.24 / 0.0755 / 0.264 / 0.339
==> layer usage <==
layer,share of wire [%],routed length [um],global-route usage (%),vias to the layer above
met1,45,2730,11.6,757
met2,45,2700,12.7,70
met3,8.8,531,3.30,5
met5,0,0,0,-
li1,-,-,-,798
met4,0.65,39,0.751,0
==> critical path: stages <==
cell and delay (ns):
clkdlybuf4s50_1 0.45, nor2_1 0.37, buf_4 0.27, nand2_1 0.07
mux2i_1 0.18, clkdlybuf4s50_1 0.49
Power figures rest on the tool's default switching activity, not on a simulated workload.
