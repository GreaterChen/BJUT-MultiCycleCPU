### config.mk
export PLATFORM = sky130hd
export DESIGN_NAME = RegFile
export DESIGN_NICKNAME = RegFile
export VERILOG_FILES = /design/flow/design.v
export SDC_FILE = /design/flow/constraint.sdc
export NUM_CORES = 4
export LEC_CHECK = 1
export CORE_UTILIZATION = 50
### constraint.sdc
current_design RegFile

set clk_period 20.2
set clk_io_pct 0.2

create_clock -name clk0 -period $clk_period [get_ports {clk}]

set non_clock_inputs [all_inputs -no_clocks]
set_input_delay [expr $clk_period * $clk_io_pct] -clock clk0 $non_clock_inputs
set_output_delay [expr $clk_period * $clk_io_pct] -clock clk0 [all_outputs]
### design.v
module RegFile(
    input reset,clk,Reg_Write,
    input [1:0]Reg_Dst,
    input [2:0]Mem_to_Reg,
    input [31:0]data_dm,
    input [31:0]t0,  
    input [31:0]data_alu,
    input [4:0]rs,rt,rd,
    output [31:0]rs_out,rt_out
);
    reg sign;
    initial begin
        sign = 0;
    end
    reg[31:0] regfile[31:0];
    integer i;
    always@(posedge clk,posedge reset)
    begin
        if(reset)
            for(i=0;i<32;i=i+1) regfile[i]<=32'h0000_0000;
        else
        begin   
            if(Reg_Write)        
            begin
                if(sign) begin regfile[30]<=0; sign<=0; end 
                case(Reg_Dst)     
                    2'b00: 
                    begin
                        if(rt!=5'b0)
                        begin
                            case(Mem_to_Reg)        
                                3'b000: regfile[rt]<=data_alu[31:0];
                                3'b001: regfile[rt]<=data_dm;
                            endcase
                        end
                    end   
                    2'b01:
                    begin
                        if(rd!=5'b0)
                        begin
                            case(Mem_to_Reg)
                                3'b000: regfile[rd]<=data_alu;
                                3'b001: regfile[rd]<=data_dm;
                            endcase
                        end
                    end    
                    2'b10: regfile[31]<=t0;
                    2'b11:
                    begin
                        case(Mem_to_Reg)
                        3'b011: begin regfile[30]<=1; sign<=1; end
                        endcase
                    end
                endcase
            end       
        end
    end
    assign rs_out = regfile[rs];   
    assign rt_out = regfile[rt];
endmodule
### run.sh
#!/bin/bash
# OpenROAD 26Q1-2900-gdf79404cd8, Yosys 0.63+post, stock flow scripts
make -C /OpenROAD-flow-scripts/flow DESIGN_CONFIG=/design/flow/config.mk WORK_HOME=/design/flow/orfs finish
==> flow_metrics.env <==
# physical design summary
export IMPL_start_kind="input port"
export IMPL_drtIter0Drc=6277
export IMPL_drt_pass1_iter_count=9
export IMPL_hold_viol_final=0
export IMPL_dieHeight_um=327
export IMPL_cts_root_buf="clkbuf_16"
export IMPL_cts_inserted_buffers=110
export IMPL_clk_latency_ps=720
export IMPL_grt_max_degree=118
export IMPL_synth_seq_share=0.487
export IMPL_rows=118
export IMPL_netlist_instances=4591
export IMPL_edf_count=1
export IMPL_drv_cap=0
export IMPL_cts_sinks=1025
export IMPL_holdBufCountCts=0
export IMPL_r2r_cells=3
export IMPL_vias=45500
export IMPL_overflow=0
export IMPL_core_area_um2=104000
export IMPL_grt_pass1_vias=44400
export IMPL_timing_critical_path_from="rs[2]"
export IMPL_drv_slew=0
export IMPL_yosys_stat_cells=4591
export IMPL_drc=0
export IMPL_clockBufferDepth=3
export IMPL_cp_cell_sequence="clkdlybuf4s50_1 > buf_4 > nand2_1 > nor2_4 > buf_4 > a22oi_1 > nand4_1 > nor3_1 > a21oi_1 > clkdlybuf4s50_1"
export IMPL_syn2layout_area_growth_pct=13.1
export IMPL_cp_required_ps=16160
export IMPL_min_period_ps=12440
export IMPL_crit_type="in2out"
export IMPL_place_congestion=1.05
export IMPL_fp_utilization=0.507
export IMPL_grt_setup_unrepaired="false"
export IMPL_worstHoldStart="regfile[0][18]"
export IMPL_period_used=0.616
export IMPL_chipArea_um2=107000
export IMPL_worstReg2RegStart="sign"
export IMPL_numPlacedInstances=5858
export IMPL_pin_count=183
export IMPL_routed_wl_mm=258
export IMPL_worst_setup_path_end_kind="output port"
export IMPL_grt_util_all_layers=0.508
export IMPL_p_per_area_nw_per_um2=108
export IMPL_cp_arrival_ps=8400
export IMPL_avgSynthCellArea_um2=11.5
export IMPL_via_per_inst=7.49
export IMPL_layout_cells_non_filler=6075
export IMPL_grt_antenna_before_repair=11
export IMPL_slowest_stage="nor2_4"
export IMPL_ys_warn_count=2
export IMPL_whs_path_depth=0
export IMPL_cp_depth=10
export IMPL_path_delay_family="buffers and inverters"
export IMPL_synth_distinct_cells=68
export IMPL_flop_cell="dfrtp_1"
export IMPL_slew_headroom=0.233
export IMPL_clkTransAtPathRegs_ps=60
export IMPL_worst_path_buf_inv=4
export IMPL_log_warning_count=45
export IMPL_drive_gt1_frac=0.295
export IMPL_worstPathMaxFanout=21
export IMPL_hp_class="reg2reg"
export IMPL_ys_ff=1025
export IMPL_die_x_um=327
export IMPL_yosys_area_um2=52700
export IMPL_ir_drop_mv=0.0754
export IMPL_wl_per_cell_um=42.5
export IMPL_postCtsSetupBuffers=0
export IMPL_outcome="finished, final reports clean"
export IMPL_antenna_left=0
export IMPL_p_leak_nw=24.7
export IMPL_timing_setup_tns_ps=0
export IMPL_io_buffer_count=182
export IMPL_hpwl_mm=154
export IMPL_netlist_area_um2=52700
export IMPL_max_freq_mhz=80.4
export IMPL_cts_tree="built"
export IMPL_skew_ps=22.7
export IMPL_setup_viol=0
export IMPL_worstMarginPinSlew_ps=1150
export IMPL_max_stage_delay_ps=770
export IMPL_post_cts_resized=0
export IMPL_htreeDepth=3
export IMPL_grt_pass1_wl_mm=357
export IMPL_async_reset_ff_frac=0.999
[worst paths after layout]
| path | endpoint | slack (ps) |
|---|---|---|
| worst max-delay path | rs_out[14] | 7760 |
| worst min-delay path | regfile[0][18] | 400 |
| worst max register to register | regfile[30][18] | 18650 |
| worst min register to register | regfile[0][18] | 400 |
| max in group asynchronous | regfile[24][15] | 12530 |
| min in group asynchronous | regfile[20][0] | 3980 |
[per-layer routing]
metal  track usage  part of all wire
met5        0.0288            0.0019
met2         0.644              0.39
met3         0.327              0.17
met1         0.678              0.36
met4         0.261             0.078
[logic make-up after synthesis]
kind of cell             share of synthesized area
buffers and inverters                       0.0479
AND-OR/OR-AND                                0.171
multiplexers                                 0.219
AND/OR/NAND/NOR                             0.0742
flip-flops                                   0.487
adder cells (fa/ha/maj)                   0.000950
[through the flow]
step	total power [W]	hold WS [ps]	area (µm²)	util	setup slack [ps]
floorplan	0.00368	451	52700	-	2050
global placement	0.00421	389	55700	0.536	8200
detailed placement	0.00422	390	55700	0.536	8170
CTS	0.00637	404	59500	0.573	8120
global route	0.00661	413	59500	0.573	7830
finish	0.00641	403	59600	0.573	7760
[synthesized netlist by cell type, types with 5 or more instances]
| library cell | n | area (µm²) |
|---|---|---|
| a211oi_4 | 20 | 400 |
| a21oi_1 | 94 | 470 |
| a221o_1 | 5 | 50.1 |
| a221oi_1 | 13 | 114 |
| a222oi_1 | 19 | 190 |
| a22o_1 | 6 | 52.6 |
| a22oi_1 | 896 | 6730 |
| a31oi_1 | 5 | 31.3 |
| and3_1 | 5 | 31.3 |
| and4_1 | 5 | 43.8 |
| buf_1 | 23 | 86.3 |
| buf_2 | 99 | 495 |
| buf_4 | 27 | 203 |
| buf_6 | 59 | 664 |
| clkbuf_1 | 273 | 1020 |
| dfrtp_1 | 1024 | 25600 |
| inv_1 | 13 | 48.8 |
| mux2_1 | 51 | 574 |
| mux2_2 | 911 | 10300 |
| mux2i_1 | 68 | 681 |
| nand2_1 | 350 | 1310 |
| nand2b_1 | 9 | 56.3 |
| nand3_1 | 38 | 190 |
| nand3b_1 | 11 | 82.6 |
| nand4_1 | 101 | 632 |
| nor2_1 | 175 | 657 |
| nor2b_1 | 7 | 43.8 |
| nor3_1 | 58 | 290 |
| nor4_1 | 39 | 244 |
| o211ai_1 | 7 | 52.6 |
| o21ai_0 | 62 | 310 |
| o2bb2ai_1 | 29 | 254 |
| o32a_1 | 10 | 100 |
| or2_2 | 5 | 31.3 |
| or3_1 | 6 | 37.5 |
| or4_1 | 5 | 37.5 |
[state kept, by name, indices dropped and copies added, names as in the netlist]
name and count:
regfile 1024, sign 1
[cells in the final DEF, fill, tap and decap left out, types with 9 or more instances in the layout]
| cell type | Yosys | final |
|---|---|---|
| diode_2 | 0 | 15 |
| a221oi_1 | 13 | 13 |
| bufinv_16 | 0 | 13 |
| a222oi_1 | 19 | 19 |
| a21oi_1 | 94 | 94 |
| mux2_2 | 911 | 911 |
| clkinvlp_4 | 0 | 17 |
| buf_4 | 27 | 183 |
| nand2b_1 | 9 | 9 |
| clkdlybuf4s50_1 | 0 | 181 |
| clkinv_2 | 0 | 11 |
| o21ai_0 | 62 | 61 |
| clkbuf_16 | 0 | 115 |
| nor2_4 | 1 | 63 |
| a211oi_4 | 20 | 21 |
| o2bb2ai_1 | 29 | 29 |
| nor2_1 | 175 | 114 |
| mux2i_1 | 68 | 68 |
| a22oi_1 | 896 | 896 |
| nand3_1 | 38 | 36 |
| o32a_1 | 10 | 10 |
| inv_1 | 13 | 12 |
| nand3b_1 | 11 | 11 |
| nor4_1 | 39 | 39 |
| nand4_1 | 101 | 101 |
| nand2_1 | 350 | 349 |
| clkbuf_8 | 0 | 15 |
| mux2_1 | 51 | 51 |
| clkbuf_1 | 273 | 23 |
| nor3_1 | 58 | 58 |
| dfrtp_1 | 1024 | 1024 |
[layout make-up]
cell class / count / area (µm²)
fill: 8588 / 44400
clock buffer: 153 / 3170
tap: 1380 / 1730
inverter: 13 / 52.6
clock inverter: 49 / 656
antenna: 15 / 37.5
multi-input combinational: 3072 / 25000
sequential: 1025 / 25700
timing repair buffer: 368 / 3270
[power by group]
group	switching, W	internal [W]	total [W]
combinational	0.000484	0.000585	0.00107
clock	0.000896	0.00126	0.00216
sequential	0.000584	0.00260	0.00319
total	0.00196	0.00445	0.00641
No activity file was given, so power comes from the tool's default toggle rates.
